File: /design/flow/run.sh
#!/bin/bash
# OpenROAD 26Q1-2900-gdf79404cd8, Yosys 0.63+post, stock flow scripts
make -C /OpenROAD-flow-scripts/flow DESIGN_CONFIG=/design/flow/config.mk WORK_HOME=/design/flow/orfs finish
File: /design/flow/config.mk
export PLATFORM = sky130hd
export DESIGN_NAME = processor
export DESIGN_NICKNAME = processor
export VERILOG_FILES = /design/flow/design.v
export SDC_FILE = /design/flow/constraint.sdc
export NUM_CORES = 4
export LEC_CHECK = 1
export CORE_UTILIZATION = 40
File: /design/flow/constraint.sdc
current_design processor

set clk_period 27.1
set clk_io_pct 0.2

create_clock -name clk0 -period $clk_period [get_ports {clock}]

set non_clock_inputs [all_inputs -no_clocks]
set_input_delay [expr $clk_period * $clk_io_pct] -clock clk0 $non_clock_inputs
set_output_delay [expr $clk_period * $clk_io_pct] -clock clk0 [all_outputs]
File: /design/flow/design.v
`timescale 1ns / 1ps
module ALU(
    input wire [3:0] opcode,
    input wire [31:0] operand_1,
    input wire [31:0] operand_2,
    output reg [31:0] ALU_result,
    output wire zero,
    input rst
    );
    parameter ADD=4'b0001, SUB=4'b0010, AND=4'b0011, OR=4'b0100, SLL=4'b0101, SRL=4'b0110, XOR=4'b0111, SLT=4'b0000, SRA=4'b1010, SLTU=4'b1011;
    wire [4:0] shift_amount = operand_2[4:0];
    always @* begin
        if (rst) begin
            ALU_result = 32'b0;
        end else begin
            case (opcode)
                ADD:  ALU_result = operand_1 + operand_2;
                SUB:  ALU_result = operand_1 - operand_2;
                AND:  ALU_result = operand_1 & operand_2;
                OR:   ALU_result = operand_1 | operand_2;
                SLL:  ALU_result = operand_1 << shift_amount;
                SRL:  ALU_result = operand_1 >> shift_amount;
                XOR:  ALU_result = operand_1 ^ operand_2;
                SRA:  ALU_result = $signed(operand_1) >>> shift_amount;
                SLT:  ALU_result = ($signed(operand_1) < $signed(operand_2)) ? 1 : 0;
                SLTU: ALU_result = (operand_1 < operand_2) ? 1 : 0;
                default: ALU_result = 32'b0;
            endcase
        end
    end
    assign zero = (ALU_result==0)? 1:0;                     
endmodule
`timescale 1ns / 1ps
module ALU_controller(
    input wire [2:0] funct3,
    input wire [6:0] funct7,
    input wire [1:0] ALU_op,
    input wire [6:0] opcode,   
    output reg [3:0] ALU_opcode
    );
    parameter ALU_ADD = 4'b0001;
    parameter ALU_SUB = 4'b0010;
    parameter ALU_AND = 4'b0011;
    parameter ALU_OR  = 4'b0100;
    parameter ALU_SLL = 4'b0101;
    parameter ALU_SRL = 4'b0110;
    parameter ALU_XOR = 4'b0111;
    parameter ALU_SLT = 4'b0000;
    parameter ALU_SRA = 4'b1010;  
    parameter ALU_SLTU= 4'b1011;  
    parameter R_TYPE = 7'b0110011;
    parameter I_TYPE = 7'b0010011;
    always @* begin
        case (ALU_op)
            2'b10: begin
                case (funct3)
                    3'b000:  
                        if (opcode == R_TYPE && funct7 == 7'b0100000) 
                            ALU_opcode = ALU_SUB;
                        else 
                            ALU_opcode = ALU_ADD;
                    3'b001:  
                        ALU_opcode = ALU_SLL;
                    3'b010:  
                        ALU_opcode = ALU_SLT;
                    3'b011:  
                        ALU_opcode = ALU_SLTU;  
                    3'b100:  
                        ALU_opcode = ALU_XOR;
                    3'b101:  
                        if (funct7[5] == 1'b1) 
                            ALU_opcode = ALU_SRA;  
                        else 
                            ALU_opcode = ALU_SRL;  
                    3'b110:  
                        ALU_opcode = ALU_OR;
                    3'b111:  
                        ALU_opcode = ALU_AND;
                    default: ALU_opcode = 4'b0000;  
                endcase
            end
            2'b01: begin
                ALU_opcode = ALU_SUB;
            end
            2'b00: begin
                ALU_opcode = ALU_ADD;
            end
            default: ALU_opcode = 4'b0000;  
        endcase
    end
endmodule
`timescale 1ns / 1ps
module CPU_controller(input [6:0]opcode,
                       output wire branch,
                       output wire mem_read,
                       output wire [1:0] ALU_op,
                       output wire  mem_write,
                       output wire ALU_src,
                       output wire  register_write,
                       output reg [1:0] writeback_src,
                       output wire jump,
                       output wire jalr_select,
                       output wire csr_read,
                       output wire alu_src1_is_pc,
                       output wire alu_src1_is_zero
    );
assign alu_src1_is_zero = (opcode == 7'b0110111);  
assign alu_src1_is_pc = (opcode == 7'b0010111);  
assign csr_read = (opcode == 7'b1110011);  
assign jalr_select = (opcode == 7'b1100111) ? 1:0;
assign jump = (opcode == 7'b1101111 || opcode == 7'b1100111) ? 1:0;
assign branch = (opcode == 7'b1100011) ? 1:0;
assign mem_read = (opcode == 7'b0000011)? 1:0;
always @* begin
    case (opcode)
        7'b0000011: writeback_src = 2'b01;  
        7'b1101111: writeback_src = 2'b10;  
        7'b1100111: writeback_src = 2'b10;  
        7'b1110011: writeback_src = 2'b11;  
        default:    writeback_src = 2'b00;  
    endcase
end
assign ALU_op = (opcode == 7'b0110011 || opcode == 7'b0010011) ? 2'b10 :
                (opcode == 7'b1100011) ? 2'b01 :
                2'b00;  
assign mem_write = (opcode == 7'b0100011)? 1:0;
assign ALU_src = (opcode == 7'b0110011 || opcode == 7'b1100011) ? 0 : 1;
wire is_r_type = (opcode == 7'b0110011);
wire is_i_type = (opcode == 7'b0010011) || (opcode == 7'b0000011) || (opcode == 7'b1100111);
wire is_u_type = (opcode == 7'b0110111) || (opcode == 7'b0010111);
wire is_j_type = (opcode == 7'b1101111);
wire is_csr_type = (opcode == 7'b1110011);
assign register_write = is_r_type || is_i_type || is_u_type || is_j_type || is_csr_type;
endmodule
`timescale 1ns / 1ps
module adder(
    input [31:0] inA,
    input [31:0] inB,
    output wire [31:0] out
    );
    assign out = inA + inB;
endmodule
`timescale 1ns / 1ps
module imm_gen(
    input wire [31:0] instruction, 
    output reg [31:0] IMM_value
    );
    wire [6:0] opcode;
    assign opcode = instruction[6:0];
    wire [31:0] stype_imm;
    wire [31:0] itype_imm;
    wire [31:0] btype_imm;
    wire [31:0] utype_imm;
    assign itype_imm = {{20{instruction[31]}},instruction[31:20]};
    assign stype_imm = {{20{instruction[31]}},instruction[31:25],instruction[11:7]};
    assign btype_imm = {{19{instruction[31]}}, instruction[7], instruction[30:25], instruction[11:8], 1'b0};
    assign utype_imm = {instruction[31:12], 12'h0};
    wire [20:0] j_imm_val = {instruction[31], instruction[19:12], instruction[20], instruction[30:21], 1'b0};
    parameter J=7'b1101111;
    parameter I_LOAD=7'b0000011;
    parameter I_ARITH=7'b0010011;
    parameter I_ARITH_SHIFT=7'b0010011; 
    parameter S=7'b0100011;
    parameter B=7'b1100011;
    parameter JALR=7'b1100111;
    parameter LUI=7'b0110111;
    parameter AUIPC=7'b0010111;
    always @* begin
        case (opcode)
            J:       IMM_value = {{11{j_imm_val[20]}}, j_imm_val};
            B:       IMM_value = btype_imm;
            S:       IMM_value = stype_imm;
            LUI:     IMM_value = utype_imm;
            AUIPC:   IMM_value = utype_imm;
            I_ARITH: begin
                if (instruction[14:12] == 3'b001 || instruction[14:12] == 3'b101) begin  
                    IMM_value = {{27{1'b0}}, instruction[24:20]};  
                end else begin
                    IMM_value = itype_imm;  
                end
            end
            I_LOAD:  IMM_value = itype_imm;  
            JALR:    IMM_value = itype_imm;  
            default: IMM_value = 32'b0;
        endcase
    end
endmodule
`timescale 1ns / 1ps
module multiplexor(
    input control,
    input [31:0] inA,
    input [31:0] inB,
    output wire [31:0] out
    );
   assign out = (control) ? inB: inA;
endmodule
`timescale 1ns / 1ps
module processor(
    input clock,
    input rst,
    input [31:0] instruction,
    output [31:0] current_PC, 
    output mem_read,
    output mem_write,
    output [31:0]  address,
    output [31:0] mem_write_data, 
    input [31:0] mem_read_data,
    output reg_write,
    output [4:0] rd,
    output reg [31:0] to_REG_WRITE_DATA
    );
    wire branch;
    wire [1:0] ALU_op;
    wire jump;
    wire jalr_select;
    wire [1:0] writeback_src;
    wire csr_read;
    wire alu_src1_is_pc;
    wire alu_src1_is_zero;
    wire [31:0] from_increment_adder;
    wire [31:0] from_branch_adder;
    wire [31:0] next_PC;
    wire PC_src_control;
    wire ALU_zero;
    wire ALU_src;
    wire [31:0] IMM_value;
    wire [31:0] rs1_value;
    wire [31:0] rs2_value;
    wire [31:0] csr_read_data;
    wire [31:0] PC_increment = 4;
    wire [31:0] from_ALU;
    assign address = from_ALU;
    assign PC_src_control = (branch && ALU_zero) || jump;
    CPU_controller CPU_control (.opcode(instruction[6:0]),
                                 .branch(branch),
                                 .mem_read(mem_read),
                                 .ALU_op(ALU_op),
                                 .mem_write(mem_write),
                                 .ALU_src(ALU_src),
                                 .register_write(reg_write),
                                 .writeback_src(writeback_src),
                                 .jump(jump),
                                 .jalr_select(jalr_select),
                                 .csr_read(csr_read),
                                 .alu_src1_is_pc(alu_src1_is_pc),
                                 .alu_src1_is_zero(alu_src1_is_zero)
                                    ); 
    program_counter PC (.next_PC(next_PC), .current_PC(current_PC), .clk(clock), .rst(rst));
    wire [31:0] next_PC_branch_src;
    wire [31:0] branch_adder_inA;
    multiplexor JALR_PC_source_select(.control(jalr_select),
                                      .inA(current_PC),
                                      .inB(rs1_value),
                                      .out(branch_adder_inA));
    adder branch_adder(.inA(branch_adder_inA),
                        .inB(IMM_value),
                        .out(from_branch_adder)
                        );
    assign next_PC_branch_src = from_branch_adder & 32'hFFFFFFFC;
    multiplexor PC_value(.control(PC_src_control),
                         .inA(from_increment_adder), 
                         .inB(next_PC_branch_src),
                         .out(next_PC));
    adder increment_adder(.inA(PC_increment),
                          .inB(current_PC),
                          .out(from_increment_adder)
                          );
    wire [31:0] operand_2;
    multiplexor ALU_operand_2 (.control(ALU_src),
                           .inA(rs2_value), 
                           .inB(IMM_value),
                           .out(operand_2)
                           );
    reg [31:0] alu_op1;
    always @* begin
        if (alu_src1_is_pc) begin
            alu_op1 = current_PC;
        end else if (alu_src1_is_zero) begin
            alu_op1 = 32'b0;
        end else begin
            alu_op1 = rs1_value;
        end
    end
    always @* begin
        case (writeback_src)
            2'b00:  to_REG_WRITE_DATA = from_ALU;            
            2'b01:  to_REG_WRITE_DATA = mem_read_data;       
            2'b10:  to_REG_WRITE_DATA = from_increment_adder;  
            2'b11:  to_REG_WRITE_DATA = csr_read ? csr_read_data : IMM_value;  
            default: to_REG_WRITE_DATA = 32'hdeadbeef;      
        endcase
    end
   wire [4:0] rs1;
   assign rs1 =  instruction[19:15];
   wire [4:0] rs2;
   assign rs2 =  instruction[24:20];
   assign rd =  instruction[11:7];
   wire [6:0] opcode;
   assign opcode = instruction[6:0];
   wire get_counter_wire = 0;
   wire [11:0] csr_addr = instruction[31:20];
   register_file RF (.rs1(rs1),
                     .rs2(rs2),
                     .rd(rd),
                     .rd_value(to_REG_WRITE_DATA),
                     .register_write(reg_write),    
                     .rs1_value(rs1_value),
                     .rs2_value(rs2_value),
                     .clk(clock), 
                     .rst(rst),
                     .get_counter(get_counter_wire),
                     .current_PC(current_PC),
                     .csr_read(csr_read),
                     .csr_addr(csr_addr),
                     .csr_read_data(csr_read_data));
   assign mem_write_data = rs2_value;
    imm_gen IMM (.instruction(instruction), .IMM_value(IMM_value));
    wire [3:0] ALU_opcode;
    ALU ALU_instance (.opcode(ALU_opcode),
                      .operand_1(alu_op1),
                      .operand_2(operand_2),
                      .ALU_result(from_ALU),
                       .zero(ALU_zero),
                       .rst(rst));    
    wire [2:0] funct3 = instruction[14:12];
    wire [6:0] funct7 = instruction[31:25];
    ALU_controller ALU_control (.funct3(funct3),
                                .funct7(funct7),
                                .ALU_op(ALU_op),
                                .opcode(opcode),
                                .ALU_opcode(ALU_opcode)
                                   );
endmodule
`timescale 1ns / 1ps
module program_counter(
    input [31:0] next_PC,
    output [31:0] current_PC,
    input clk,
    input rst
   );
    reg [31:0] inst_address = 32'h80000000;
    assign current_PC = inst_address;
    always @(posedge clk or posedge rst)
       if (rst) begin 
            inst_address <= 32'h80000000; 
       end
       else begin
            inst_address <= next_PC;
       end;
endmodule
`timescale 1ns / 1ps
module register_file(
    input wire [4:0] rs1,
    input wire [4:0] rs2,
    input wire [4:0] rd,
    input wire [31:0] rd_value,
    input register_write,    
    output [31:0] rs1_value,
    output [31:0] rs2_value,
    input  wire clk,
    input wire rst,
    input get_counter,
    input [31:0] current_PC,
    input csr_read,
    input [11:0] csr_addr,
    output reg [31:0] csr_read_data
    );
    reg [31:0] registers [31:0];
    integer i;
    parameter CSR_MHARTID = 12'hF14;
    reg [31:0] mhartid = 0;  
    always @* begin
        if (csr_read && (csr_addr == CSR_MHARTID)) begin
            csr_read_data = mhartid;
        end else begin
            csr_read_data = 32'h0;  
        end
    end
    assign rs1_value = registers[rs1];
    assign rs2_value = registers[rs2];
    always @(posedge clk or posedge rst) 
        if (rst) begin
            for (i=0; i<32; i=i+1) begin
                registers[i] <= 0;
            end
        end
        else if (register_write && (rd != 0)) begin
            if (get_counter) begin 
                registers[rd] <= current_PC+1;
            end
            else begin  
                registers[rd] <= rd_value;
            end 
        end
endmodule
==> results.toml <==
# generated from flow reports
[outcome]
status = "finished, final reports clean"

[synth]
ys.flop_type = "dfrtp_1"
async_reset_ff_share_pct = 100
postSynthAreaPerCell_um2 = 8.26
synth_warnings = 8
synth_cell_types = 124
numSynthFlops = 1054
ys_seq_share_pct = 40.3
edf_count = 0
ys_area_um2 = 65400
syn_inst = 7920
yosys_cells = 7920
syn_area_um2 = 65400

[final_timing]
period_used_pct = 73.8
worst_pin_slew_ns = 1.34
fmax_ghz = 0.0500
relSlewSlack_pct = 10.0
finalSetupTns_ns = 0
hold_ws_ns = 0.407
layout_setup_ws_ns = 7.11
finalHoldViolCount = 0
grt_setup_unrepaired = "no"
period_minus_slack_ns = 19.99
setup_viol = 0
fin_skew_ns = 0.0661
final_max_slew_viol_count = 0

[clocking]
cts_max_level = 3
cts_resized = 0
clk_pin_slew_ns = 0.06
clockBufferDepth = 3
clock-sinks = 1054
cts_setup_buffers = 0
clkLatencyLatePin_ns = 0.81
cts_root_buffer = "clkbuf_16"
tritoncts = "built"
ctsHoldBuffers = 0
cts_buffers = 115

[cells_and_area]
synthToLayoutAreaGrowth_pct = 14.4
drive_above_1_share_pct = 11.6
num-fill-cells = 15700
layout_top_cells = "nand2_1 (1403), o21ai_0 (1072), dfrtp_1 (1053)"
lay_top_count = "nand2_1"
seq_area_um2 = 26400
logic_area_um2 = 36100

[setup_path]
rr_worst_depth = 28
end_kind = "output port"
setup.worst_path.class = "primary input to output port"
r2r_setup_slack_ns = 17.46
r2r_start = "RF.registers[19][0]"
crit_slowest_cell = "nor4_1"
r2r-end = "PC.inst_address[16]"
cp-start-kind = "primary input"
cp-endpoint = "to_REG_WRITE_DATA[31]"
worstPathArrival_ns = 14.57
crit_top_cell = "buf_4"
path_max_fanout = 32
worstPathRequired_ns = 21.68
cp_slowest_stage_delay_ns = 0.91
critPathLaunch = "instruction[16]"

[power_and_ir_drop]
p_leak_nw = 34.1
power.density_nw_per_um2 = 53.9
ir_drop_mv = 0.0554

[placement]
routabilityCongestion = 1.13
pre_cts_ws_ns = 7.48
io_buffers = 199
hpwl_mm = 280

[detailed_routing]
drt_pass1_iterations = 10
first_iter_violations = 9926
ant_nets = 0
vias = 71400
avgRoutedWirePerCell_um = 40.8
avgViaCountPerCell = 7.02
routed_wl_mm = 415
drc = 0

[floorplanning]
dieArea_um2 = 165000
initCoreUtil_pct = 40.2
row_count = 148
die_w_um = 406
die_h_um = 406
core-area_um2 = 163000
io_pins = 202

[global_route]
overflow = 0
track_usage_pct = 51.7
grt_pass1_vias = 66900
antenna_found_initial = 50
grt_start_max_net_pins = 117
grt_pass1_wl_mm = 564

[flow_run]
tool_warnings = 97
maxCapViolations = 0

[worst_hold_path]
hp-class = "register to register"
## sequential cells by signal, indices dropped and copies added (netlist names)
name             count
RF.registers      1024
PC.inst_address     30
## report_power, final
group | total (W) | internal, W | switching [W]
Sequential | 0.00169 | 0.00161 | 0.0000779
Clock | 0.00178 | 0.00105 | 0.000736
Combinational | 0.000567 | 0.000183 | 0.000384
## per-layer routing
layer	global-route usage [%]	vias to the layer above	wire length, um
met5	5.89	-	1210
met4	33.1	62	36800
met3	32.7	2008	70100
met2	67.2	6144	161000
met1	63.1	34300	146000
li1	-	28800	-
## final cells by class
cell class              count  share of cell area (%)
clock buffers             148                    4.33
clock inverters            69                    1.34
flip-flops and latches   1054                    35.2
diodes                     34                   0.114
multi-input cells        5959                    48.2
repair buffers            574                    6.41
well taps                2175                    3.63
inverters                 148                   0.754
## synthesized netlist by cell type, drive strengths merged (14+ instances only)
| master | number | area share [%] |
|---|---|---|
| nand2 | 1440 | 8.3 |
| o21ai | 1105 | 8.5 |
| dfrtp | 1053 | 40 |
| clkbuf | 591 | 3.4 |
| a22oi | 538 | 6.2 |
| and3 | 376 | 3.6 |
| nor2 | 324 | 1.9 |
| nand3 | 323 | 2.5 |
| a21oi | 227 | 1.8 |
| buf | 169 | 1.5 |
| inv | 144 | 0.83 |
| mux2i | 133 | 2.0 |
| ha | 130 | 2.5 |
| nand4 | 122 | 1.2 |
| mux2 | 111 | 1.9 |
| nor3 | 96 | 0.76 |
| a2111oi | 91 | 1.3 |
| a221oi | 72 | 0.98 |
| nor4 | 70 | 0.69 |
| a21o | 46 | 0.53 |
| a22o | 43 | 0.58 |
| o211ai | 40 | 0.47 |
| a211oi | 39 | 0.46 |
| xor2 | 36 | 0.48 |
| o22ai | 33 | 0.32 |
| nor2b | 32 | 0.31 |
| nor3b | 32 | 0.37 |
| a31oi | 31 | 0.33 |
| nand2b | 31 | 0.30 |
| xnor2 | 25 | 0.33 |
| or4 | 24 | 0.29 |
| and2 | 22 | 0.21 |
| o21a | 22 | 0.25 |
| or3 | 22 | 0.21 |
| a32oi | 21 | 0.30 |
| o21bai | 20 | 0.23 |
| o221ai | 20 | 0.28 |
| and4 | 17 | 0.23 |
| a2111o | 15 | 0.26 |
| nand3b | 15 | 0.18 |
| o22a | 15 | 0.20 |
| or2 | 14 | 0.13 |
## cells by family after synthesis
logic type / synth area share (%)
other cells: 0.00573
xor+xnor: 0.816
flops: 40.3
buf+inv: 5.74
mux: 3.99
fa+ha+maj: 2.55
compound gates: 24.8
simple gates: 21.8
## worst min-delay path by stage
stage / startpoint / depth (start not counted) / to
4_1_cts: RF.registers[0][7] / 0 / RF.registers[0][7]
5_1_grt: RF.registers[0][16] / 0 / RF.registers[0][16]
6_report: RF.registers[0][7] / 0 / RF.registers[0][7]
## metrics by stage
stage	instances	total power [W]	util (%)	instance area (um^2)
after floorplan	7921	0.00196	-	65400
after global placement	9910	0.00225	43.4	70600
after detailed placement	9910	0.00225	43.4	70600
after CTS	10100	0.00401	46.0	74800
after global routing	10100	0.00412	46.0	74800
final	10200	0.00404	46.1	74900
## critical path, delay by kind of cell
family                     cells  cell delay [ns]
AOI/OAI and AO/OA             14             3.57
and+or+nand+nor                7             2.59
buffers and inverters          8             2.38
adders and majority gates      1             0.53
Power is estimated from default activity; no workload was simulated.
